[flow/design.v]
module d_flip_flop (q,d,clk);
  output reg q;
  input d, clk;
  always @ (*) begin
		if (clk) begin
			q <= d;
		end
  end
endmodule
module tri_buffer (q,d,OE);
  output q;
  input d, OE;
  assign q = (OE) ? 1'bZ : d;
endmodule
module inv_tri_buffer (q,d,OE);
  output q;
  input d, OE;
  assign q = (OE) ? 1'bZ : ~d;
endmodule
module octal_d_flip_flop (q,d,OE,CP);
  output wire [7:0] q;
  wire [7:0] q_mid;
  input [7:0] d;
  input OE, CP;
  d_flip_flop dff0 (q_mid[0], d[0], CP);
  d_flip_flop dff1 (q_mid[1], d[1], CP);
  d_flip_flop dff2 (q_mid[2], d[2], CP);
  d_flip_flop dff3 (q_mid[3], d[3], CP);
  d_flip_flop dff4 (q_mid[4], d[4], CP);
  d_flip_flop dff5 (q_mid[5], d[5], CP);
  d_flip_flop dff6 (q_mid[6], d[6], CP);
  d_flip_flop dff7 (q_mid[7], d[7], CP);
  tri_buffer tr0 (q[0], q_mid[0], OE);
  tri_buffer tr1 (q[1], q_mid[1], OE);
  tri_buffer tr2 (q[2], q_mid[2], OE);
  tri_buffer tr3 (q[3], q_mid[3], OE);
  tri_buffer tr4 (q[4], q_mid[4], OE);
  tri_buffer tr5 (q[5], q_mid[5], OE);
  tri_buffer tr6 (q[6], q_mid[6], OE);
  tri_buffer tr7 (q[7], q_mid[7], OE);
endmodule
module octal_buffer (q,d,OE);
  output wire [7:0] q;
  input [7:0] d;
  input OE;
  tri_buffer tr0 (q[0], d[0], OE);
  tri_buffer tr1 (q[1], d[1], OE);
  tri_buffer tr2 (q[2], d[2], OE);
  tri_buffer tr3 (q[3], d[3], OE);
  tri_buffer tr4 (q[4], d[4], OE);
  tri_buffer tr5 (q[5], d[5], OE);
  tri_buffer tr6 (q[6], d[6], OE);
  tri_buffer tr7 (q[7], d[7], OE);
endmodule
module octal_inv_buffer (q,d,OE);
  output wire [7:0] q;
  input [7:0] d;
  input OE;
  inv_tri_buffer tr0 (q[0], d[0], OE);
  inv_tri_buffer tr1 (q[1], d[1], OE);
  inv_tri_buffer tr2 (q[2], d[2], OE);
  inv_tri_buffer tr3 (q[3], d[3], OE);
  inv_tri_buffer tr4 (q[4], d[4], OE);
  inv_tri_buffer tr5 (q[5], d[5], OE);
  inv_tri_buffer tr6 (q[6], d[6], OE);
  inv_tri_buffer tr7 (q[7], d[7], OE);
endmodule
module quad_adder (s,a,b,c_in,c_out);
  output wire [3:0] s;
  output c_out;
  input [3:0] a, b;
  input c_in;
  assign {c_out, s} = (a + b + c_in);
endmodule
module quad_counter (q,j,PE,CLK,UD,BD,Cin,Cout);
	output [3:0] q;
	output Cout;
	input [3:0] j;
	input PE, CLK, UD, BD, Cin;
	reg [3:0] val;
	initial begin
		val = 0;
	end
	assign Cout = (
			(val == 0 && !UD)
			|| (val == 15 && UD && BD)
			|| (val == 9 && UD && !BD)
		) ? 1'b0 : 1'b1;
	assign q = val;
	always @ (posedge CLK) begin
		if (!Cin) begin
			if (UD) begin
				if ((val < 9 && !BD) || (val < 15 && BD)) begin
					val += 1;
				end else begin
					val = 0;
				end
			end else begin
				if (val > 0) begin
					val -= 1;
				end else begin
					val = (BD) ? 4'hF : 4'd9;
				end
			end
		end
	end
	always @ (*) begin : JAM_INPUT
		if (PE) begin
			val = j;
		end
	end
endmodule
module demux_2_4(o,a0,a1,e);
	output [3:0] o;
	input a0, a1, e;
	assign o[0] = ~(~e & ~a0 & ~a1);
	assign o[1] = ~(~e & a0 & ~a1);
	assign o[2] = ~(~e & ~a0 & a1);
	assign o[3] = ~(~e & a0 & a1);
endmodule
[flow/run.sh]
#!/bin/bash
# OpenROAD 26Q1-2900-gdf79404cd8, Yosys 0.63+post, stock flow scripts
make -C /OpenROAD-flow-scripts/flow DESIGN_CONFIG=/design/flow/config.mk WORK_HOME=/design/flow/orfs finish
[flow/config.mk]
export PLATFORM = sky130hd
export DESIGN_NAME = quad_adder
export DESIGN_NICKNAME = quad_adder
export VERILOG_FILES = /design/flow/design.v
export SDC_FILE = /design/flow/constraint.sdc
export NUM_CORES = 4
export LEC_CHECK = 1
export CORE_AREA = 10 10 70 70
export DIE_AREA = 0 0 80 80
[flow/constraint.sdc]
current_design quad_adder

set clk_period 3.0
set clk_io_pct 0.2

create_clock -name clk0 -period $clk_period

set non_clock_inputs [all_inputs -no_clocks]
set_input_delay [expr $clk_period * $clk_io_pct] -clock clk0 $non_clock_inputs
set_output_delay [expr $clk_period * $clk_io_pct] -clock clk0 [all_outputs]
==> impl_metrics.yaml <==
# flow metrics
floorplan:
  core_um2: 3420
  floorplan.core_util: 0.0421
  ioPinCount: 14
  die_w_um: 80
  dieHeight_um: 80
  rows: 21
  die-area_um2: 6400
place:
  gp_congestion: 0.770
  placedCellCount: 76
  dp_hpwl_um: 483
  dp_slack_ps: -94.9
  placed_cell_area_um2: 342
  io_buffers: 14
final_timing:
  hold_violations: 0
  period_used_share: 0.957
  relSlewSlack: 0.907
  min_period_ps: 2870
  setup_ws_ps: 128
  tightest_slew_ps: 139
  clock.fmax_ghz: 0.348
  setup_viol_count_final: 0
  drv_slew: 0
  rsz0062_at_grt: "false"
logic_synthesis:
  yosysTopAreaCell: "fa_1"
  ys.warnings.count: 2
  ys_cells: 16
  yosys-top-cells-area: "fa_1 28%, ha_1 26%, xnor2_1 12%"
  yosysSeqAreaShare: 0
  synth_cells: 16
  avgSynthCellArea_um2: 8.99
  synthesis.area_um2: 144
  yosysChipArea_um2: 144
  synthDistinctLibCells: 9
  netlist.area_leader.share: 0.278
layout:
  flop_area_um2: 0
  final_common_cell: "clkdlybuf4s50_1"
  drive_above_1_share: 0.100
  clock_buffers: 0
  ff_count: 0
  n_fill_cell: 408
  instances_no_fill: 76
  lay_top_cells: "11 x clkdlybuf4s50_1, 4 x inv_1, 3 x ha_1, 3 x dlygate4sd2_1"
  stdcell_area_um2: 343
  syn2layout_area_growth_pct: 138
  utilization: 0.100
routing:
  antenna_cells: 0
  drc: 0
  drt-initial-drc-count: 1
  ant_nets: 0
  dr.pass1.iters: 2
  route.detailed.wl_per_inst_um: 6.63
  vias: 154
  vias_per_cell: 2.03
  drt_wl_total_um: 504
global_route:
  grt_use_total: 0.0143
  grt_pass1_wl_um: 710
  grt_overflow: 0
  first_global_vias: 146
  antenna_found_initial: 0
  grt_max_degree: 4
pwr:
  ir_drop_mv: 0.0187
  p_leak_nw: 0.137
  p_per_area_nw_per_um2: 165
worst_hold_path:
  hold_end: "s[0]"
  hold_start: "a[0]"
  min_path_type: "in2out"
  min_path_cells: 3
worst_setup_path:
  critical_path_class: "in2out"
  cp.required_ps: 2400
  cp-end-kind: "primary output"
  start_kind: "input pin"
  cp_data_arrival_time_ps: 2270
  crit_fanout: 2
cts:
  postCtsSetupBuffers: 0
status:
  outcome: "finished clean"
job:
  drv_cap: 0
  warning_count: 35
critical path, stage by stage:
cell and delay [ps]:
dlygate4sd2_1 250, fa_2 390, inv_1 90, fa_2 430
inv_1 60, clkdlybuf4s50_1 460
worst max-delay path by stage:
stage                 startpoint   end  slack, ps  cells after the start
after global routing        c_in  s[1]         60                      6
final                       c_in  s[1]        130                      6
after CTS                   c_in  s[1]        110                      6
stage by stage:
stage | power, mW | hold WS, ps | setup TNS (ps)
final | 0.0567 | 2060 | 0
after global routing | 0.0639 | 2090 | 0
after CTS | 0.0584 | 2060 | 0
after detailed placement | 0.0583 | 2290 | -248
after global placement | 0.0580 | 2290 | -201
after floorplan | 0.0178 | 1300 | 0
where the power goes:
part | total, mW | internal, mW | leakage [nW] | switching [mW]
clock network | 0 | 0 | 0 | 0
logic | 0.0567 | 0.0398 | 0.137 | 0.0169
registers | 0 | 0 | 0 | 0
total | 0.0567 | 0.0398 | 0.137 | 0.0169
cells in the mapped netlist, drive strengths merged:
master	count
a21o	1
a21oi	1
fa	2
ha	3
inv	4
nand2b	1
nor2b	1
o21ai	1
xnor2	2
layout make-up:
class              instances  area, um2  share of cell area
multi-input cells         12        134               0.391
well taps                 46       57.6               0.168
inverters                  4       15.0              0.0438
repair buffers            14        136               0.398
layer usage:
layer / GRT usage / vias up / share of wire
li1: - / 78 / -
met1: 0.0172 / 64 / 0.38
met2: 0.0161 / 12 / 0.28
met3: 0.0182 / 0 / 0.35
met4: 0 / 0 / 0
met5: 0 / - / 0
logic make-up (layout without fill, tap and decap cells):
logic type | count (synthesis) | count (layout) | synth area share
fa+ha+maj | 5 | 5 | 0.539
simple gates | 2 | 2 | 0.0870
compound gates | 3 | 3 | 0.148
xor+xnor | 2 | 2 | 0.122
buf+inv | 4 | 18 | 0.104
timing repair:
item | CTS | global route
endpoints found under the hold margin | 0 | 0
endpoints found under the setup margin | 4 | 0
resized | 6 | 0
hold buffers | 0 | 0
No activity file was given, so power comes from the tool's default toggle rates.
